--- ./design.v ---
module SEC60(
        input CLK, RST,
        output reg [6:0] HEX0,
        output reg [6:0] HEX1
    );
    reg [25:0] cnt;
    wire en1hz = (cnt == 26'd49_999_999);  
    always @( posedge CLK ) begin
        if ( RST )
            cnt <= 26'b0;
        else if (en1hz)  
            cnt <= 26'b0;
        else
            cnt <= cnt + 26'b1;
    end
    reg [3:0] sec;
    reg [3:0] ten_sec;
    always @( posedge CLK ) begin
        if ( RST )begin
            sec <= 4'h0;
            ten_sec <= 4'h0;
        end
        else if (en1hz)
            if ( sec == 4'h9 ) begin
                sec <= 4'h0;
                if ( ten_sec == 4'h5 )
                    ten_sec <= 4'h0;
                else
                    ten_sec <= ten_sec + 4'h1;
            end
            else
                sec <= sec + 4'h1;
    end
    always @* begin
        case ( sec )
            4'h0: HEX0 = 7'b100_0000;
            4'h1: HEX0 = 7'b111_1001;
            4'h2: HEX0 = 7'b010_0100;
            4'h3: HEX0 = 7'b011_0000;
            4'h4: HEX0 = 7'b001_1001;
            4'h5: HEX0 = 7'b001_0010;
            4'h6: HEX0 = 7'b000_0010;
            4'h7: HEX0 = 7'b111_1000;
            4'h8: HEX0 = 7'b000_0000;
            4'h9: HEX0 = 7'b001_0000;
            default: HEX0 = 7'bxxxxxxx;
        endcase
    end
    always @* begin
        case ( ten_sec )
            4'h0: HEX1 = 7'b100_0000;
            4'h1: HEX1 = 7'b111_1001;
            4'h2: HEX1 = 7'b010_0100;
            4'h3: HEX1 = 7'b011_0000;
            4'h4: HEX1 = 7'b001_1001;
            4'h5: HEX1 = 7'b001_0010;
            default: HEX1 = 7'bxxxxxxx;
        endcase
    end
endmodule
--- ./config.mk ---
export PLATFORM = sky130hd
export DESIGN_NAME = SEC60
export DESIGN_NICKNAME = SEC60
export VERILOG_FILES = /design/flow/design.v
export SDC_FILE = /design/flow/constraint.sdc
export NUM_CORES = 4
export LEC_CHECK = 1
export CORE_AREA = 10 10 107 107
export DIE_AREA = 0 0 117 117
--- ./run.sh ---
#!/bin/bash
# OpenROAD 26Q1-2900-gdf79404cd8, Yosys 0.63+post, stock flow scripts
make -C /OpenROAD-flow-scripts/flow DESIGN_CONFIG=/design/flow/config.mk WORK_HOME=/design/flow/orfs finish
--- ./constraint.sdc ---
current_design SEC60

set clk_period 5.8
set clk_io_pct 0.2

create_clock -name clk0 -period $clk_period [get_ports {CLK}]

set non_clock_inputs [all_inputs -no_clocks]
set_input_delay [expr $clk_period * $clk_io_pct] -clock clk0 $non_clock_inputs
set_output_delay [expr $clk_period * $clk_io_pct] -clock clk0 [all_outputs]
==> results.yml <==
# implementation run metrics
outcome:
  outcome: "completed"
cts:
  post_cts_buffers: 0
  clk_path_buf_depth: 2
  hold_buffers: 0
  cts_root_buf: "clkbuf_8"
  cts_tree: "yes"
  clkTransAtPathRegs_ps: 70
  cts_resized: 0
  cts_inserted_buffers: 5
  clock_sinks: 41
  insertion_delay_ps: 290
  h-tree-depth: 2
synthesis:
  ys_warn_count: 1
  syn_area_sq_um: 2050
  ys_ff: 41
  ys_cells: 231
  edf_count: 0
  ys_types: 42
  postSynthSeqShare: 0.401
  synthFlopType: "dfxtp_1"
  avgSynthCellArea_sq_um: 8.87
  synth_cells: 231
  yosys_area_sq_um: 2050
  async_reset_ff_frac: 0
worst_setup_path:
  worstPathRequired_ps: 5960
  critPathSlowestCell: "clkdlybuf4s50_1"
  worstPathCellList: "clkdlybuf4s50_1 > or3_1 > mux2_2 > ha_1 > o2bb2ai_1"
  cp-start-kind: "input pin"
  critPathMaxStageDelay_ps: 660
  crit_fanout: 15
  critical_path_arrival_ps: 3030
  end_kind: "register"
  crit_type: "in2reg"
power:
  power.leakage_uw: 0.000883
  power_density_nw_per_um2: 201
  ir_drop_mv: 0.0858
final_timing:
  period_used_share: 0.495
  period_needed_ps: 2870
  relSlewSlack: 0.494
  slew_viol_final: 0
  rsz0062_at_grt: "false"
  fin_skew_ps: 8.75
  fmax_mhz: 348
  tightest_slew_ps: 752
  hold_viol_final: 0
  hold_slack_ps: 468
  finalSetupViolCount: 0
  final.setup.tns_ps: 0
routing:
  drt_iter0_markers: 84
  detail-route-antenna-nets: 0
  drtPass1Iterations: 4
  insertedDiodeCount: 0
  vias: 1525
  wl_per_cell_um: 10.5
  routed_wl_mm: 3.72
  route.detailed.drc: 0
  vias_per_cell: 4.31
global_route:
  grtUsageTotal: 0.0566
  antenna_found_initial: 0
  overflow: 0
  grt_pass1_vias: 1501
  grt_pass1_wl_mm: 6.63
  grt_max_degree: 27
job:
  drv_cap: 0
  warnings: 30
floorplanning:
  coreArea_sq_um: 9200
  chipWidth_um: 117
  row_count: 35
  initCoreUtil: 0.223
  pin_count: 16
  die_h_um: 117
  die_area_sq_um: 13700
finish:
  area_growth_syn_to_layout_pct: 16.2
  regArea_sq_um: 821
  logic_area_sq_um: 1150
  fillers: 956
  layout-drive-gt1-share: 0.0864
placement:
  hpwl_mm: 2.60
  port_buffers: 15
  place.gp.congestion: 0.829
min_path:
  holdCritPathClass: "reg2reg"
cell usage after synthesis, types with 3 or more instances:
master | number | share of area
dfxtp_1 | 41 | 0.40
nor2_1 | 39 | 0.071
xor2_1 | 22 | 0.094
nand4_1 | 13 | 0.040
nand2_1 | 12 | 0.022
nand3_1 | 11 | 0.027
and3_1 | 9 | 0.027
ha_1 | 8 | 0.049
clkbuf_1 | 7 | 0.013
a21oi_1 | 6 | 0.015
xnor2_1 | 6 | 0.026
inv_1 | 5 | 0.0092
nor3_1 | 5 | 0.012
mux2_2 | 3 | 0.016
nand2b_1 | 3 | 0.0092
nor2b_1 | 3 | 0.0092
o2bb2ai_1 | 3 | 0.013
flip-flops by register name, indices dropped and copies added, names as in the netlist:
register / cells
HEX0: 7
ten_sec: 4
sec: 4
cnt: 26
critical path, delay by kind of cell:
kind	cells	cell delay, ps
AND-OR/OR-AND	1	130
adder cells (fa/ha/maj)	1	300
buffers and inverters	1	660
multiplexers	1	330
AND/OR/NAND/NOR	1	450
worst paths after layout:
check	startpoint	end	cells after the start	slack, ps
hold / removal	cnt[0]	cnt[0]	1	470
setup reg to reg	cnt[18]	HEX0[6]	6	3070
hold reg to reg	cnt[0]	cnt[0]	1	470
setup / recovery	RST	HEX0[3]	5	2930
kinds of logic (layout without fill, tap and decap cells):
group | count (synthesis) | count (layout) | synth area share
simple gates | 114 | 114 | 0.305
fa+ha+maj | 8 | 8 | 0.0489
xor+xnor | 28 | 28 | 0.120
buf+inv | 18 | 30 | 0.0379
mux | 6 | 6 | 0.0336
compound gates | 16 | 16 | 0.0544
flops | 41 | 41 | 0.401
routing by layer:
layer | vias to the layer above | global-route usage | wire length, um
li1 | 817 | - | -
met1 | 687 | 0.0786 | 1960
met2 | 16 | 0.0881 | 1500
met3 | 5 | 0.0134 | 165
met4 | 0 | 0.0124 | 97
met5 | - | 0 | 0
power breakdown:
group | leakage (uW) | internal, uW | switching [uW] | total [uW]
Sequential | 0.000331 | 283 | 1.85 | 285
Combinational | 0.000508 | 3.13 | 5.89 | 9.02
Clock | 0.0000443 | 94.4 | 89.7 | 184
Total | 0.000883 | 381 | 97.4 | 478
final cells by class:
type / instances / area share
repair buffers: 16 / 0.0662
flip-flops and latches: 41 / 0.345
inverters: 7 / 0.0110
multi-input cells: 172 / 0.483
well taps: 111 / 0.0584
clock buffers: 7 / 0.0363
per-stage QoR:
| stage | cell area (sq um) | power (uW) | std cells | util | setup WS, ps |
|---|---|---|---|---|---|
| 2_1_floorplan | 2050 | 298 | 231 | - | 3280 |
| 3_3_place_gp | 2290 | 300 | 347 | 0.249 | 2670 |
| 3_5_place_dp | 2290 | 301 | 347 | 0.249 | 2640 |
| 4_1_cts | 2380 | 488 | 354 | 0.259 | 2940 |
| 5_1_grt | 2380 | 499 | 354 | 0.259 | 2810 |
| 6_report | 2380 | 478 | 354 | 0.259 | 2930 |
placed cells by master, fill, tap and decap left out, types with 2 or more instances in the layout:
cell type / instances
nand3_1: 11
inv_2: 2
dfxtp_1: 41
nor3_1: 5
mux2i_1: 2
mux2_2: 3
xnor2_1: 6
ha_1: 8
nor4_2: 2
o2bb2ai_1: 3
inv_1: 5
and3_1: 9
nand2b_1: 3
o21ai_0: 2
nor4_1: 2
nor2b_1: 3
a21oi_1: 6
and4_1: 2
nand2_1: 12
clkbuf_8: 6
nor2_1: 39
nand4_1: 13
a211oi_1: 2
clkdlybuf4s50_1: 15
nor3b_1: 2
xor2_1: 22
Power is estimated from default activity; no workload was simulated.
