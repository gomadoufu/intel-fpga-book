--- /design/flow/config.mk ---
export PLATFORM = sky130hd
export DESIGN_NAME = CLOCK1
export DESIGN_NICKNAME = CLOCK1
export VERILOG_FILES = /design/flow/design.v
export SDC_FILE = /design/flow/constraint.sdc
export NUM_CORES = 4
export LEC_CHECK = 1
export CORE_UTILIZATION = 40
--- /design/flow/constraint.sdc ---
current_design CLOCK1

set clk_period 4.3
set clk_io_pct 0.2

create_clock -name clk0 -period $clk_period [get_ports {CLK}]

set non_clock_inputs [all_inputs -no_clocks]
set_input_delay [expr $clk_period * $clk_io_pct] -clock clk0 $non_clock_inputs
set_output_delay [expr $clk_period * $clk_io_pct] -clock clk0 [all_outputs]
--- /design/flow/run.sh ---
#!/bin/bash
# OpenROAD 26Q1-2900-gdf79404cd8, Yosys 0.63+post, stock flow scripts
make -C /OpenROAD-flow-scripts/flow DESIGN_CONFIG=/design/flow/config.mk WORK_HOME=/design/flow/orfs finish
--- /design/flow/design.v ---
module BTN_IN (
        input CLK, RST,
        input [2:0] nBIN,
        output reg [2:0] BOUT
    );
    reg [20:0] cnt;
    wire en40hz = ( cnt==1250000-1);
    always @( posedge CLK ) begin
        if ( RST )
            cnt <= 21'b0;
        else if (en40hz)
            cnt <= 21'b0;
        else
            cnt <= cnt + 21'b1;
    end
    reg [2:0] ff1, ff2;
    always @( posedge CLK ) begin
        if ( RST ) begin
            ff2 <=3'b0;
            ff1 <=3'b0;
        end
        else if ( en40hz ) begin
            ff2 <= ff1;
            ff1 <= nBIN;
        end
    end
    wire [2:0] temp = ~ff1 & ff2 & {3{en40hz}};  
    always @( posedge CLK ) begin
        if ( RST )
            BOUT <= 3'b0;
        else
            BOUT <= temp;
    end
endmodule
module CLOCK1(
        input CLK, RST,
        input [2:0] KEY,
        output [6:0] HEX0, HEX1, HEX2, HEX3
    );
    wire clr, minup, secup;
    BTN_IN b0 ( .CLK(CLK), .RST(RST), .nBIN(KEY), .BOUT({clr, minup, secup}) );
    wire en1hz;
    CNT1SEC CNT1SEC ( .CLK(CLK), .RST(RST), .EN1HZ(en1hz) );
    wire [3:0] min1, sec1;
    wire [2:0] min10, sec10;
    wire cout, dummy;
    CNT60 SECCNT( .CLK(CLK), .RST(RST), .CLR(clr), .EN(en1hz), .INC(secup), .QH(sec10), .QL(sec1), .CA(cout) );
    CNT60 MINCNT( .CLK(CLK), .RST(RST), .CLR(clr), .EN(cout), .INC(minup), .QH(min10), .QL(min1), .CA(dummy) );
    SEG7DEC d0( .DIN(sec1), .nHEX(HEX0) );
    SEG7DEC d1( .DIN({1'b0, sec10}), .nHEX(HEX1) );
    SEG7DEC d2( .DIN(min1), .nHEX(HEX2) );
    SEG7DEC d3( .DIN({1'b0, min10}), .nHEX(HEX3) );
endmodule
module CNT1SEC(
        input CLK, RST,
        output EN1HZ
    );
    reg [25:0] cnt;
    always @( posedge CLK ) begin
        if ( RST )
            cnt <= 26'b0;
        else if (cnt == 26'd49_999_999)
            cnt <= 26'b0;
        else
            cnt <= cnt + 26'b1;
    end
    assign EN1HZ = (cnt == 26'd49_999_999);
endmodule
module CNT60(
        input CLK, RST,
        input CLR, EN, INC,
        output reg [2:0] QH,
        output reg [3:0] QL,
        output CA
    );
    always @( posedge CLK ) begin
        if( RST | CLR )
            QL <= 4'd0;
        else if( EN==1'b1 || INC==1'b1 ) begin
            if( QL==4'd9 )
                QL <= 4'd0;
            else
                QL <= QL + 1'b1;
        end
    end
    always @( posedge CLK ) begin
        if( RST | CLR )
            QH <= 3'd0;
        else if( (EN==1'b1 || INC==1'b1) && QL==4'd9 ) begin
            if( QH==3'd5 )
                QH <= 3'd0;
            else
                QH <= QH + 1'b1;
        end
    end
    assign CA = (QH==3'd5 && QL==4'd9 && EN==1'b1);
endmodule
module SEG7DEC (
        input [3:0] DIN,
        output reg [6:0] nHEX
    );
    always @* begin
        case( DIN )
            4'h0: nHEX = 7'b1000000;
            4'h1: nHEX = 7'b1111001;
            4'h2: nHEX = 7'b0100100;
            4'h3: nHEX = 7'b0110000;
            4'h4: nHEX = 7'b0011001;
            4'h5: nHEX = 7'b0010010;
            4'h6: nHEX = 7'b0000010;
            4'h7: nHEX = 7'b1111000;
            4'h8: nHEX = 7'b0000000;
            4'h9: nHEX = 7'b0010000;
            default: nHEX = 7'b1111111;
        endcase
    end
endmodule
==> results.ini <==
[yosys]
synth.avg_cell_area_um2 = 9.12
yosys-top-cells-count = dfxtp_1, nor2_1, nand2_1, inv_1, xor2_1
synthArstFlopShare_pct = 0
synth-cells-yosys = 525
top_cell = dfxtp_1
ys_top_cells_by_area = dfxtp_1, ha_1, nor2_1
ys_types = 71
simple_gate_area_share_pct = 26.4
ys_seq_share_pct = 41.0
flop_cell = dfxtp_1
synthCells = 525
yosys_warnings = 4
synth-edff-count = 0
yosys.area_share.adder_pct = 6.27
ys_sh_aoi_pct = 8.99
yosysChipArea_um2 = 4790
top_logic_kind = simple AND/OR/NAND/NOR gates
synth_top_area_share_pct = 41.0
ys_sh_xor_pct = 8.05
largest_area_cell = dfxtp_1
ys_seq_elements = 98
synth_area_um2 = 4790
mux_share_pct = 5.54

[die]
rows = 39
core-area_um2 = 11600
fp_util_pct = 41.4
die_width_um = 111
dieArea_um2 = 12400
io_pins = 33
die_y_um = 111

[power_and_ir_drop]
p_seq_share_pct = 51.9
switching_power_uw = 387
intPower_uw = 1390
switching_share_pct = 21.7
powerDensity_nw_per_um2 = 323
power.leakage_uw = 0.00216
combPwrFrac_pct = 2.7
irDropWorstVdd_uv = 241
clock_power_share_pct = 45.4

[timing]
fmax_mhz = 319
fin_skew_ps = 5.16
fin_crit_ps = 3140
maxSlewHeadroom_pct = 48.2
finalSetupViolCount = 0
finalCritPeriodShare_pct = 73.0
worstMarginPinSlew_ps = 777
slew_viol_final = 0
worst_hold_slack_ps = 444
tns_ps = 0
hold_violations = 0
grt_setup_unrepaired = no

[cts]
cts_resized = 0
post_cts_buffers = 0
cts_tree = yes
clockBufferDepth = 2
htreeDepth = 3
cts_made_buffers = 9
cts_root_buf = clkbuf_16
cts.hold.buffers_added = 0
cts.sinks = 98
path_clk_slew_ps = 70
clkLatencyLatePin_ps = 350

[global_routing]
grt_pass1_wl_um = 15000
globalRouteOverflowTotal = 0
grt_use_total_pct = 14.8
grt_pass1_vias = 3281
grt_max_degree = 27
antenna_found_initial = 0

[finish]
syn_to_final_growth_pct = 15.3
postLayoutCoreUtil_pct = 47.7
layout-drive-gt1-share_pct = 8.08
stdcell_area_um2 = 5520

[placed_design]
place_hpwl_um = 5880
gp_congestion = 0.815
io_buffers = 32
dpl_cell_area_um2 = 5220

[routing]
diodes = 0
drt_first_iter_violations = 127
vias_per_cell = 5.09
ant_nets = 0
detail_route.first_pass.iterations = 21
drt_wl_total_um = 8490
vias = 3565
wl_per_cell_um = 12.1
drc_errors = 0

[min_path]
hold_path.startpoint = b0.cnt[0]
hold-path-endpoint = b0.cnt[0]
whs_path_depth = 1
min-delay-path-class = reg -> reg

[worst_setup_path]
crit_required_ps = 4580
r2r_setup_slack_ps = 1160
critPathKind = reg -> reg
rr_worst_depth = 12
cp-start-kind = flop
r2r_start = CNT1SEC.cnt[0]
critPathArrivalTime_ps = 3420
r2r_end = HEX2[4]
crit_path_end_kind = flop
path_max_fanout = 6

[flow_run]
drv_cap = 0
warning_count = 42

[status]
status = finished, final reports clean

[through the flow]
| step | setup slack (ps) | cells | power [uW] |
|---|---|---|---|
| 2_1_floorplan | 1570 | 525 | 972 |
| 3_3_place_gp | 964 | 684 | 993 |
| 3_5_place_dp | 901 | 684 | 993 |
| 4_1_cts | 1150 | 700 | 1810 |
| 5_1_grt | 817 | 700 | 1860 |
| 6_report | 1160 | 700 | 1780 |
[layer usage]
metal | wire [um] | GRT usage (%) | up-vias
met1 | 4340 | 22.4 | 1626
met5 | 0 | 0 | -
li1 | - | - | 1887
met3 | 314 | 3.27 | 9
met4 | 91 | 1.62 | 0
met2 | 3740 | 23.1 | 43
[critical path: stages, from the launching register on]
cell and delay [ps]:
dfxtp_1 370, ha_1 220, and3_1 300, nand3_1 290
o31ai_4 470, nor2_1 110, nor3b_1 350, inv_1 140
ha_1 240, o21a_1 190, mux2i_1 110, nand4_1 130
a21oi_2 140
[layout make-up]
cell class              instances  area, um2
clock buffers                   9        225
clock inverters                 7       76.3
fillers                      1036       6050
inverters                      25       93.8
multi-input cells             384       2650
flip-flops and latches         98       1960
well taps                     143        179
repair buffers                 34        335
[sequential cells by signal (all words and copies together), names as in the netlist]
register and count:
HEX1 7, b0.ff2 3, HEX0 7, MINCNT.QL 4, b0.cnt 21, HEX3 7
SECCNT.QH 3, HEX2 7, SECCNT.QL 4, MINCNT.QH 3, b0.ff1 3, CNT1SEC.cnt 26
b0.BOUT 3
[how the worst max path moves through the flow]
stage | startpoint | to | cells past startpoint
5_1_grt | CNT1SEC.cnt[0] | HEX3[4] | 11
4_1_cts | CNT1SEC.cnt[0] | HEX2[4] | 12
6_report | CNT1SEC.cnt[0] | HEX2[4] | 12
[kinds of logic (layout without fill, tap and decap cells)]
| kind of cell | Yosys count | in the layout |
|---|---|---|
| compound gates | 58 | 58 |
| buf+inv | 43 | 75 |
| simple gates | 234 | 234 |
| xor+xnor | 44 | 44 |
| flops | 98 | 98 |
| mux | 24 | 24 |
| fa+ha+maj | 24 | 24 |
[power by group through the flow]
stage | Sequential [uW] | Combinational, uW | Clock [uW]
global route | 924 | 55.2 | 883
finish | 924 | 48.7 | 809
CTS | 923 | 49.4 | 840
[layout by cell type, fill, tap and decap left out, types with 3 or more instances in the layout]
master	synthesis	routed
a211oi_1	4	4
a21boi_0	3	3
a21oi_1	10	10
a31oi_1	3	3
and2_1	4	4
and3_1	10	10
and4_1	5	5
clkbuf_16	0	9
clkdlybuf4s50_1	0	32
dfxtp_1	98	98
ha_1	24	24
inv_1	25	25
mux2_2	3	3
mux2i_1	18	18
nand2_1	39	39
nand2b_1	5	5
nand3_1	21	21
nand3b_1	4	4
nand4_1	13	13
nor2_1	80	80
nor2b_1	5	5
nor3_1	9	9
nor3b_1	5	5
nor4_1	9	9
nor4b_1	5	5
o21ai_0	12	12
o22ai_1	3	3
or2_2	3	3
xnor2_1	19	19
xor2_1	25	25
No activity file was given, so power comes from the tool's default toggle rates.
